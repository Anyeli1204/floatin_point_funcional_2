<file path="flow/design.v">
module regfile(input  clk, 
               input  we3, 
               input  [ 4:0] a1, a2, a3, 
               input  [31:0] wd3, 
               output [31:0] rd1, rd2); 
  reg [31:0] rf[31:0]; 
  integer i;
  initial begin
    for (i = 0; i < 32; i = i + 1)
      rf[i] = 0;
  end
  always @(posedge clk) begin 
    if (we3) rf[a3] <= wd3; 
  end
  assign rd1 = (a1 != 0) ? ((we3 && (a1 == a3)) ? wd3 : rf[a1]) : 0; 
  assign rd2 = (a2 != 0) ? ((we3 && (a2 == a3)) ? wd3 : rf[a2]) : 0; 
endmodule
</file>
<file path="flow/run.sh">
#!/bin/bash
# OpenROAD 26Q1-2900-gdf79404cd8, Yosys 0.63+post, stock flow scripts
make -C /OpenROAD-flow-scripts/flow DESIGN_CONFIG=/design/flow/config.mk WORK_HOME=/design/flow/orfs finish
</file>
<file path="flow/config.mk">
export PLATFORM = sky130hd
export DESIGN_NAME = regfile
export DESIGN_NICKNAME = regfile
export VERILOG_FILES = /design/flow/design.v
export SDC_FILE = /design/flow/constraint.sdc
export NUM_CORES = 4
export LEC_CHECK = 1
export CORE_UTILIZATION = 50
</file>
<file path="flow/constraint.sdc">
current_design regfile

set clk_period 9.4
set clk_io_pct 0.2

create_clock -name clk0 -period $clk_period [get_ports {clk}]

set non_clock_inputs [all_inputs -no_clocks]
set_input_delay [expr $clk_period * $clk_io_pct] -clock clk0 $non_clock_inputs
set_output_delay [expr $clk_period * $clk_io_pct] -clock clk0 [all_outputs]
</file>
==> run_results.csv <==
group,metric,value,unit
status,result_of_the_run,"completed",
layout,final_layout_top_logic_cells,"sky130_fd_sc_hd__edfxtp_1, sky130_fd_sc_hd__mux4_2, sky130_fd_sc_hd__mux2i_1",
worst_setup_path,crit_arrival,5.49,ns
logic_synthesis,ys.flop_type,"sky130_fd_sc_hd__edfxtp_1",
logic_synthesis,synth.cell_area,47700,um^2
detailed_routing,route.detailed.wl_per_inst,37.6,um
pwr,share_clk_of_total_power,0.400,
layout,registers.top_by_ff_count,"rf",
global_route,grt_remaining_overflow,0,
layout,final_layout_top_logic_cell,"sky130_fd_sc_hd__edfxtp_1",
logic_synthesis,synth-seq-cells,1024,
detailed_routing,dr.first_iter.drc_count,1831,
clock_tree,cts_made_buffers,107,
pwr,power.internal,0.00779,W
final_timing,worst-slew-pin-transition,1.08,ns
detailed_routing,drt_pre_antenna_iters,7,
job,drv.max_cap_violation_count,0,
placement,place_congestion,0.893,
layout,area_growth_syn_to_layout,13.1,%
clock_tree,cts.hold.buffers_added,0,
logic_synthesis,ys_top_cells_by_area,"sky130_fd_sc_hd__edfxtp_1, sky130_fd_sc_hd__mux4_2, sky130_fd_sc_hd__mux2i_1, sky130_fd_sc_hd__a22oi_1, sky130_fd_sc_hd__o221ai_1",
global_route,globalRouteTotalUtil,0.357,
global_route,grt_start_max_net_pins,102,
pwr,power_frac_comb,0.092,
layout,layout-drive-gt1-share,0.275,
floorplan,dieHeight,311,um
clock_tree,cts-htree-levels,3,
placement,dpl.hpwl,84900,um
final_timing,setup-violations-final,0,
global_route,grt_pass1_wl,217000,um
clock_tree,clockRootBuffer,"sky130_fd_sc_hd__clkbuf_16",
layout,layout.cell_area.non_filler,53900,um^2
pwr,power.share.switching,0.225,
detailed_routing,vias_after_detailed_routing,27936,
logic_synthesis,yosysWarningCount,1,
pwr,p_leak,17.2,nW
detailed_routing,vias_per_cell,6.97,
global_route,initial_antenna_violation_count,5,
logic_synthesis,synthArstFlopShare,0,
worst_setup_path,critical_path.startpoint_type,"primary input",
clock_tree,cts_setup_buffers,0,
final_timing,rsz_0062_raised_after_global_routing,"no",
final_timing,timing_max_transition_violations_final,0,
detailed_routing,route.detailed.drc,0,
floorplan,chipArea,96700,um^2
worst_setup_path,critPathMaxFanout,53,
layout,layout_top_registers,"rf x1024",
job,warning_count,29,
logic_synthesis,synth_cells,2543,
floorplan,ioPinCount,113,
floorplan,area_of_the_core_region,93900,um^2
floorplan,die_w,311,um
logic_synthesis,synth.yosys.chip_area,47700,um^2
clock_tree,worst_setup_hold_path_clk_slew,0.06,ns
logic_synthesis,ys_types,52,
floorplan,floorplan.core_util,0.508,
detailed_routing,post_detailed_routing_wire_length,151000,um
clock_tree,cts_resized,0,
pwr,seq_power_share,0.508,
placement,buffer_ports.inserted,112,
logic_synthesis,synth.yosys.num_cells,2543,
worst_hold_path,worst_hold_path_type,"in2reg",
final_timing,setup_total_negative_slack,0,ns
logic_synthesis,synth_top_area_share,0.645,
pwr,power.switching,0.00226,W
pwr,irDropWorstVdd,164,uV
final_timing,slew-limit-headroom,0.278,
logic_synthesis,enable_flop_cells,1024,
final_timing,finalWorstPathRequiredPeriod,7.37,ns
pwr,power_per_cell_area,186,nW/um^2
layout,largest_reg_flops,1024,
final_timing,hold_viol_final,0,
logic_synthesis,ys_seq_frac,0.645,
worst_setup_path,worst-setup-path-type,"in2out",
clock_tree,clock_tree.buffer_depth,3,
final_timing,layout_worst_path_cycle_share,0.784,
worst_setup_path,required,7.52,ns
global_route,number_of_global_route_vias_before_repair,31235,
floorplan,placementRows,112,
logic_synthesis,syn-mean-instance-area,18.8,um^2
clock_tree,clock_sinks,1024,
detailed_routing,drt.antenna.violating_nets,0,
logic_synthesis,largest_area_contributor_in_the_synthesized_netlist,"sky130_fd_sc_hd__edfxtp_1",
final_timing,achievable-frequency,136,MHz
worst_setup_path,worst_setup_path_end_kind,"primary output",
placement,place_area,50700,um^2
clock_tree,cts_tree,"built",
-- kinds of logic after synthesis --
group | synth area share
AOI/OAI and AO/OA | 0.0686
xor gates and xnor gates | 0.00184
buffers and inverters | 0.0225
DFF | 0.645
muxes | 0.243
and+or+nand+nor | 0.0195
-- power groups by stage --
stage         clock network (W)  registers (W)  logic, W
finish                  0.00402        0.00510  0.000924
global route            0.00425        0.00511  0.000982
CTS                     0.00407        0.00510  0.000924
-- area by class of cell --
class	count	area [um^2]
well taps	1254	1570
clock inverters	56	408
flip-flops and latches	1024	30700
clock buffers	137	2880
inverters	2	7.51
diodes	1	2.50
fillers	6857	39900
repair buffers	238	2140
multi-input cells	1298	16200
-- metal layers --
| layer | GRT usage | vias to the layer above | wire [um] |
|---|---|---|---|
| li1 | - | 11248 | - |
| met1 | 0.437 | 13926 | 44700 |
| met2 | 0.486 | 2377 | 68700 |
| met3 | 0.307 | 363 | 31000 |
| met4 | 0.105 | 22 | 5950 |
| met5 | 0.0316 | - | 415 |
-- per-stage QoR --
step                      std cells  hold WS (ns)   util  worst slack, ns  power (W)
final                          4010          2.02  0.575             2.03     0.0100
after global routing           4009          2.02  0.574             1.75     0.0103
after CTS                      4009          1.99  0.574             1.97     0.0101
after detailed placement       3816          2.72  0.540             1.96    0.00612
after global placement         3816          2.70  0.540             1.99    0.00611
after floorplan                2543          1.98      -             3.98    0.00571
-- critical path, stage by stage --
cell,delay [ns]
sky130_fd_sc_hd__buf_8,0.49
sky130_fd_sc_hd__buf_4,0.71
sky130_fd_sc_hd__buf_4,0.60
sky130_fd_sc_hd__mux4_2,0.58
sky130_fd_sc_hd__mux2_2,0.27
sky130_fd_sc_hd__o2111ai_1,0.17
sky130_fd_sc_hd__o21a_1,0.14
sky130_fd_sc_hd__a21oi_1,0.11
sky130_fd_sc_hd__clkdlybuf4s50_1,0.45
-- final timing paths --
| check | start | to | slack (ns) | cells past startpoint |
|---|---|---|---|---|
| worst min-delay path | wd3[18] | rf[15][18] | 2.02 | 2 |
| worst max-delay path | a1[0] | rd1[15] | 2.03 | 9 |
-- Yosys cell counts, types with 3 or more instances --
master,number
sky130_fd_sc_hd__o21ai_0,11
sky130_fd_sc_hd__a22o_1,5
sky130_fd_sc_hd__buf_2,70
sky130_fd_sc_hd__or3b_2,4
sky130_fd_sc_hd__edfxtp_1,1024
sky130_fd_sc_hd__nor2_1,43
sky130_fd_sc_hd__nand2_1,100
sky130_fd_sc_hd__nand3_1,5
sky130_fd_sc_hd__a2111oi_0,6
sky130_fd_sc_hd__a32o_1,32
sky130_fd_sc_hd__a221oi_1,8
sky130_fd_sc_hd__a211oi_1,16
sky130_fd_sc_hd__and3_1,3
sky130_fd_sc_hd__clkbuf_1,104
sky130_fd_sc_hd__nand3b_1,7
sky130_fd_sc_hd__o221ai_1,65
sky130_fd_sc_hd__nand2b_1,10
sky130_fd_sc_hd__a311oi_1,4
sky130_fd_sc_hd__o21a_1,7
sky130_fd_sc_hd__mux2_2,18
sky130_fd_sc_hd__o2111ai_1,6
sky130_fd_sc_hd__buf_4,16
sky130_fd_sc_hd__buf_6,13
sky130_fd_sc_hd__and2_1,3
sky130_fd_sc_hd__nor4b_1,3
sky130_fd_sc_hd__a22oi_1,139
sky130_fd_sc_hd__xnor2_1,6
sky130_fd_sc_hd__buf_1,16
sky130_fd_sc_hd__o2bb2ai_1,16
sky130_fd_sc_hd__a21oi_1,105
sky130_fd_sc_hd__o22ai_1,11
sky130_fd_sc_hd__xor2_1,4
sky130_fd_sc_hd__mux4_2,408
sky130_fd_sc_hd__o211ai_1,9
sky130_fd_sc_hd__mux2i_1,215
sky130_fd_sc_hd__nor2b_1,6
sky130_fd_sc_hd__nor3_1,3
Power figures rest on the tool's default switching activity, not on a simulated workload.
