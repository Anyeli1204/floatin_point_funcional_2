**design/flow/run.sh**
```bash
#!/bin/bash
# OpenROAD 26Q1-2900-gdf79404cd8, Yosys 0.63+post, stock flow scripts
make -C /OpenROAD-flow-scripts/flow DESIGN_CONFIG=/design/flow/config.mk WORK_HOME=/design/flow/orfs finish
```
**design/flow/constraint.sdc**
```tcl
current_design fregfile

set clk_period 19.0
set clk_io_pct 0.2

create_clock -name clk0 -period $clk_period [get_ports {clk}]

set non_clock_inputs [all_inputs -no_clocks]
set_input_delay [expr $clk_period * $clk_io_pct] -clock clk0 $non_clock_inputs
set_output_delay [expr $clk_period * $clk_io_pct] -clock clk0 [all_outputs]
```
**design/flow/config.mk**
```make
export PLATFORM = sky130hd
export DESIGN_NAME = fregfile
export DESIGN_NICKNAME = fregfile
export VERILOG_FILES = /design/flow/design.v
export SDC_FILE = /design/flow/constraint.sdc
export NUM_CORES = 4
export LEC_CHECK = 1
export CORE_UTILIZATION = 50
```
**design/flow/design.v**
```verilog
module fregfile(
  input  clk,
  input  we3,               
  input  [4:0] a1, a2, a3,  
  input  [31:0] wd3,        
  output [31:0] rd1, rd2    
);
  reg [31:0] frf[31:0];   
  integer i;
  initial begin
    for (i = 0; i < 32; i = i + 1)
      frf[i] = 32'h00000000;   
  end
  always @(posedge clk) begin
    if (we3) frf[a3] <= wd3;
  end
  assign rd1 = (we3 && (a1 == a3)) ? wd3 : frf[a1];
  assign rd2 = (we3 && (a2 == a3)) ? wd3 : frf[a2];
endmodule
```
==> changes_impl.md <==
## Flow update

- Initial antenna violation count: 3
- Comb area leader: multiplexers
- DPL Wire Length: 84200 um
- Netlist cell types: 30
- Setup TNS: 0 ns
- Vias in the first global route: about 33000
- Final Max Tran Viols: 0
- DR pass1 iterations: 7
- # clock sinks: between 1000 and 1500
- CP max FO: approximately 67
- Average routed wire per standard cell: between 30 and 40 um
- Yosys cell count: around 3200
- Pwr per Cell Area: around 92 nW/um^2
- Chip width: around 320 um
- CTS tree: yes
- Total Routing Usage GR: 34.7%
- Post-CTS Setup Bufs: 0
- FA/HA/MAJ Cells, Area Fraction: 0%
- Max_cap viols: 0
- Fp_density: 50.6%
- Placer Congestion: 0.844
- First-pass GRT wire length: about 230000 um
- DP Worst Slack: ~7 ns
- Unrepaired setup endpoints after global routing: no
- YS warnings: 1
- Mean Syn Cell Area: around 15 sq um
- Crit-path slowest cell: buf_4
- Crit path kind: in -> out
- OpenROAD warnings: 26
- Max reg flops: between 1000 and 1500
- Chip footprint: 101000 sq um
- Crit-path cells: buf_8 -> buf_4 -> buf_4 -> buf_4 -> mux2i_1 -> a22o_1 -> a221oi_1 -> o22ai_1 -> o41ai_2 -> clkdlybuf4s50_1
- Setup crit start: a1[0]
- # rows: around 120
- Hold Crit Start: wd3[13]
- Max clock buf depth: 3
- Post-route worst setup slack: around 7.0 ns
- Critical Path AT: between 8 and 9 ns
- Area fraction in compound gates: 12.8%
- Fill cell total of the finished layout: approximately 7400
- Yosys xor share: less than 1%
- Worst vdd ir: 0.0672 mV
- Final Hold Vio Count: 0
- Slew at the pin closest to its max-slew limit: between 1 and 1.5 ns
- ANT nets after route: 0
- Crit. End Element: output port
- Final critical-path required period: about 12 ns
- CP required: 15.20 ns
- Pin count of the biggest net entering global routing: 95
- Post-synth seq share: between 60 and 70%
- CORE AREA: about 100000 sq um
- Netlist Area Pre-Place: 49800 sq um
- Vias: 31600
- EDFF count, synth: ~1000
- Dominant flop cell: edfxtp_1
- Total wire length: ~160000 um
- Reg clk slew, reported paths: approximately 0.060 ns
- Hold Slack: about 3.9 ns
- Total CTS buffers: around 110
- Initial drt markers: between 2000 and 2500
- Die H: between 300 and 400 um
- Simple-Gate Area Share: approximately 1.1%
- Final setup viols: 0
- Root buffer cell: clkbuf_16
- Synthesis-stage register bit count: 1024
- Rel. slew slack: between 30% and 40%
- CTS Hold Bufs: 0
- Layout cell share with drive strength beyond 1: about an eighth
- Hold/Removal Path Class: in -> reg
- Util after Layout: around 57%
- DRC: 0
- Biggest register: frf
- Global route total overflow: 0
- Yosys chip area: between 40000 and 50000 sq um
- Post-synthesis mux area share: roughly a fifth
- FMAX: around 0.083 GHz
- CP most frequent cell: buf_4
- Crit start category: input port
- Mapped Cells: around 3200
- Tcrit/Tclk final: between 60 and 70%
- Port buffer count: between 100 and 150
- Number of vias per cell: between 6 and 7
- Outcome: completed
- Top Layout Cells: mux2i_1, edfxtp_1, a22oi_1, buf_4
- Area growth from synthesis to final layout: 11.8%
- Number of gates resized after cts: 0
- Top Registers: frf: 1024 flops
- Leak Pwr: approximately 0.02 uW
- Asr flop ratio synth: 0%
- H-tree levels: 3
- Max stage delay on crit path: slightly above 0.7 ns
- I/O pins: around 110
## report_power, final
group,total (uW),leakage [uW],internal (uW),switching [uW]
registers,2530,0.00922,2510,11.1
logic,491,0.00912,191,300
clock network,2080,0.00170,1210,871
total,5100,0.0200,3910,1180
## path summary, 6_finish.rpt
check	endpoint	slack (ns)	cells after the start
setup / recovery	rd1[12]	6.96	10
hold / removal	frf[13][13]$_DFFE_PP_	3.93	2
## metrics by stage
step           area (sq um)  std cells  power, uW
2_1_floorplan         49800       3227       2860
3_3_place_gp          52100       4493       3050
3_5_place_dp          52100       4493       3060
4_1_cts               55600       4698       5120
5_1_grt               55600       4699       5240
6_report              55600       4700       5100
## metal layers
metal,wire [um],vias to the layer above,global-route usage [%]
li1,-,13500,-
met1,54100,15600,44.1
met2,71700,2200,48.8
met3,28100,350,25.1
met4,6010,13,10.0
met5,378,-,2.88
## worst max-delay path, delay by kind of cell
kind	cells	cell delay (ns)
compound gates	4	1.01
buf+inv	5	3.11
mux	1	0.18
## cell usage after synthesis, types with 3 or more instances
cell,instances,share of area (%)
o22ai_1,64,0.80
a221oi_2,20,0.60
clkbuf_1,106,0.80
o41ai_2,64,2.1
buf_8,6,0.18
edfxtp_1,1024,62
buf_1,28,0.21
a221oi_1,108,1.9
buf_2,24,0.24
nor2_1,35,0.26
xor2_1,8,0.14
mux2i_1,1024,21
clkbuf_4,20,0.30
nand2b_1,4,0.050
buf_6,57,1.3
a22o_1,128,2.3
buf_4,31,0.47
nand3b_1,5,0.075
a22oi_1,256,3.9
nor2b_1,4,0.050
or3b_2,3,0.053
nand2_1,67,0.51
a21oi_1,128,1.3
## kinds of logic (layout without fill, tap and decap cells)
| kind of cell | after synthesis | after routing |
|---|---|---|
| mux | 1024 | 1024 |
| flops | 1024 | 1024 |
| compound gates | 768 | 768 |
| buf+inv | 272 | 456 |
| simple gates | 129 | 129 |
| xor+xnor | 10 | 10 |
| other cells | 0 | 2 |
## area by class of cell
class,count,area (sq um),share of cell area [%]
Sequential cell,1024,30700,55.3
Multi-Input combinational cell,1931,17600,31.6
Clock buffer,126,2830,5.09
Timing Repair Buffer,251,2200,3.95
Tap cell,1287,1610,2.89
Clock inverter,79,647,1.16
Antenna cell,2,5.00,0.00900
Power and IR drop assume default switching activity.
